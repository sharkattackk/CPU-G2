**flow/run.sh**
```bash
#!/bin/bash
# OpenROAD 26Q1-2900-gdf79404cd8, Yosys 0.63+post, stock flow scripts
make -C /OpenROAD-flow-scripts/flow DESIGN_CONFIG=/design/flow/config.mk WORK_HOME=/design/flow/orfs finish
```
**flow/config.mk**
```make
export PLATFORM = sky130hd
export DESIGN_NAME = My_SUBTRACT
export DESIGN_NICKNAME = My_SUBTRACT
export VERILOG_FILES = /design/flow/design.v
export SDC_FILE = /design/flow/constraint.sdc
export NUM_CORES = 4
export LEC_CHECK = 1
export CORE_UTILIZATION = 30
```
**flow/constraint.sdc**
```tcl
current_design My_SUBTRACT

set clk_period 23.4
set clk_io_pct 0.2

create_clock -name clk0 -period $clk_period

set non_clock_inputs [all_inputs -no_clocks]
set_input_delay [expr $clk_period * $clk_io_pct] -clock clk0 $non_clock_inputs
set_output_delay [expr $clk_period * $clk_io_pct] -clock clk0 [all_outputs]
```
**flow/design.v**
```verilog
`timescale 1ns / 1ns
module FullAdder(s, cOut, a, b, cIn);
    input a, b, cIn;
    output s, cOut;
    wire w1, w2, w3;
    My_XOR xor1(w1, a, b);
    My_XOR xor2(s, w1, cIn);
    My_AND and1(w2, a, b);
    My_AND and2(w3, w1, cIn);
    My_OR or1(cOut, w2, w3);
endmodule
`timescale 1ns / 1ns
module My_AND(p, x, y);
    input [31:0] x, y;
    output [31:0] p;
    assign p = x & y;  
endmodule
`timescale 1ns / 1ns
module My_OR(m, x, y);
    input x, y;
    output m;
    assign m = x | y;  
endmodule
`timescale 1ns / 1ns
module My_SUBTRACT(Diff, cOut, A, B);
    input [31:0] A, B;
    output [31:0] Diff;
    output cOut;
    wire [31:0] twosComplementB;
    wire carryIgnored;
    RCAdder32 twosComplementAdder(twosComplementB, carryIgnored, 32'b1, ~B, 1'b0);
    RCAdder32 adderAB(Diff, cOut, A, twosComplementB, 1'b0);
endmodule
`timescale 1ns / 1ns
module My_XOR(m, x, y);
    input x, y;
    output m;
    assign m = x ^ y;  
endmodule
`timescale 1ns / 1ns
module RCAdder32(Sum, cOut, A, B, cIn);
    input [31:0] A, B;
    input cIn;
    output [31:0] Sum;
    output cOut;
    wire [30:0] carry;
    FullAdder FA0(.a(A[0]), .b(B[0]), .cIn(cIn), .s(Sum[0]), .cOut(carry[0]));
    FullAdder FA1(.a(A[1]), .b(B[1]), .cIn(carry[0]), .s(Sum[1]), .cOut(carry[1]));
    FullAdder FA2(.a(A[2]), .b(B[2]), .cIn(carry[1]), .s(Sum[2]), .cOut(carry[2]));
    FullAdder FA3(.a(A[3]), .b(B[3]), .cIn(carry[2]), .s(Sum[3]), .cOut(carry[3]));
    FullAdder FA4(.a(A[4]), .b(B[4]), .cIn(carry[3]), .s(Sum[4]), .cOut(carry[4]));
    FullAdder FA5(.a(A[5]), .b(B[5]), .cIn(carry[4]), .s(Sum[5]), .cOut(carry[5]));
    FullAdder FA6(.a(A[6]), .b(B[6]), .cIn(carry[5]), .s(Sum[6]), .cOut(carry[6]));
    FullAdder FA7(.a(A[7]), .b(B[7]), .cIn(carry[6]), .s(Sum[7]), .cOut(carry[7]));
    FullAdder FA8(.a(A[8]), .b(B[8]), .cIn(carry[7]), .s(Sum[8]), .cOut(carry[8]));
    FullAdder FA9(.a(A[9]), .b(B[9]), .cIn(carry[8]), .s(Sum[9]), .cOut(carry[9]));
    FullAdder FA10(.a(A[10]), .b(B[10]), .cIn(carry[9]), .s(Sum[10]), .cOut(carry[10]));
    FullAdder FA11(.a(A[11]), .b(B[11]), .cIn(carry[10]), .s(Sum[11]), .cOut(carry[11]));
    FullAdder FA12(.a(A[12]), .b(B[12]), .cIn(carry[11]), .s(Sum[12]), .cOut(carry[12]));
    FullAdder FA13(.a(A[13]), .b(B[13]), .cIn(carry[12]), .s(Sum[13]), .cOut(carry[13]));
    FullAdder FA14(.a(A[14]), .b(B[14]), .cIn(carry[13]), .s(Sum[14]), .cOut(carry[14]));
    FullAdder FA15(.a(A[15]), .b(B[15]), .cIn(carry[14]), .s(Sum[15]), .cOut(carry[15]));
    FullAdder FA16(.a(A[16]), .b(B[16]), .cIn(carry[15]), .s(Sum[16]), .cOut(carry[16]));
    FullAdder FA17(.a(A[17]), .b(B[17]), .cIn(carry[16]), .s(Sum[17]), .cOut(carry[17]));
    FullAdder FA18(.a(A[18]), .b(B[18]), .cIn(carry[17]), .s(Sum[18]), .cOut(carry[18]));
    FullAdder FA19(.a(A[19]), .b(B[19]), .cIn(carry[18]), .s(Sum[19]), .cOut(carry[19]));
    FullAdder FA20(.a(A[20]), .b(B[20]), .cIn(carry[19]), .s(Sum[20]), .cOut(carry[20]));
    FullAdder FA21(.a(A[21]), .b(B[21]), .cIn(carry[20]), .s(Sum[21]), .cOut(carry[21]));
    FullAdder FA22(.a(A[22]), .b(B[22]), .cIn(carry[21]), .s(Sum[22]), .cOut(carry[22]));
    FullAdder FA23(.a(A[23]), .b(B[23]), .cIn(carry[22]), .s(Sum[23]), .cOut(carry[23]));
    FullAdder FA24(.a(A[24]), .b(B[24]), .cIn(carry[23]), .s(Sum[24]), .cOut(carry[24]));
    FullAdder FA25(.a(A[25]), .b(B[25]), .cIn(carry[24]), .s(Sum[25]), .cOut(carry[25]));
    FullAdder FA26(.a(A[26]), .b(B[26]), .cIn(carry[25]), .s(Sum[26]), .cOut(carry[26]));
    FullAdder FA27(.a(A[27]), .b(B[27]), .cIn(carry[26]), .s(Sum[27]), .cOut(carry[27]));
    FullAdder FA28(.a(A[28]), .b(B[28]), .cIn(carry[27]), .s(Sum[28]), .cOut(carry[28]));
    FullAdder FA29(.a(A[29]), .b(B[29]), .cIn(carry[28]), .s(Sum[29]), .cOut(carry[29]));
    FullAdder FA30(.a(A[30]), .b(B[30]), .cIn(carry[29]), .s(Sum[30]), .cOut(carry[30]));
    FullAdder FA31(.a(A[31]), .b(B[31]), .cIn(carry[30]), .s(Sum[31]), .cOut(cOut));
endmodule
```
==> ci_impl_report.md <==
## Implementation flow summary

| Metric | Value |
|---|---|
| Status | finished, final reports clean |
| Via-to-Cell Ratio | 3.42 |
| GP Congestion | 0.730 |
| Rel. slew slack | 86.2% |
| Max Cap Viol | 0 |
| Yosys warnings | 6 |
| Fillers | 538 |
| CP peak stage delay | 0.48 ns |
| Sw frac | 29.4% |
| Area of the die | 0.00604 mm² |
| Final Hold Viols | 0 |
| Setup Viol. Count Final | 0 |
| Per-cell routed wire length | 7.35 µm |
| FF+latch count | 0 |
| First-pass GRT wire length | 4970 µm |
| Tool warning count | 32 |
| Critical path capture point type | primary output |
| Slowest CP cell | clkdlybuf4s50_1 |
| CP Class | input pin to primary output |
| Peak Freq | 43.9 MHz |
| Fin crit period | 22.77 ns |
| Worst slew pin tran | 0.205 ns |
| PwrDens | 20.9 mW/mm² |
| Post_cts resized | 0 |
| Combinational Power Share | 100.0% |
| P_sw | 0.0156 mW |
| Critical-path maximum fanout | 2 |
| Clock buffer count | 0 |
| P_leak | 1.54 nW |
| Hold Path Depth | 3 |
| Die Height | 77.7 µm |
| WHS Endpoint | Diff[0] |
| Syn avg cell area | 7.89 µm² |
| FF+latch area | 0 µm² |
| Fp util | 31.2% |
| Data arrival, critical path | 18.09 ns |
| RSZ-0062 raised after global routing | false |
| Min-delay src | A[0] |
| Core area | 0.00551 mm² |
| Total power | 0.0531 mW |
| Drt drc | 0 |
| Post-Route WL | 2610 µm |
| Cell internal pwr | 0.0374 mW |
| Final slew viol count | 0 |
| Syn Std Cell Area | 0.00172 mm² |
| Largest cells by area after synthesis | fa_1 (36%), inv_1 (27%), ha_1 (23%), buf_4 (14%), xnor2_1 (0.51%) |
| Cell family with most CP delay | adder cells |
| Final period utilization | 97.3% |
| Post-CTS Hold Fix Bufs | 0 |
| First-pass DRT Iterations | 4 |
| HP Class | input pin to primary output |
| Clock network power share | 0% |
| Post-synth top cells | inv_1 (123), buf_4 (32), fa_1 (31), ha_1 (31), xnor2_1 (1) |
| Synth top cell by count | inv_1 |
| Post-synth area from yosys stat | 0.00172 mm² |
| DR iter-0 viols | 5 |
| Critical Path Start Type | input pin |
| Register share of total power | 0% |
| Cell Type Count | 5 |
| Final TNS setup | 0 ns |
| Top cell by count, worst path | fa_1 |
| Met1 Use GR | 15.1% |
| Worst IR drop on VDD | 0.0107 mV |
| Critical path origin | B[0] |
| Gate Area | 0.00102 mm² |
| Vias in the first global route | 1,332 |
| Die width | 77.7 µm |
| P&R area growth vs syn | 47.7% |
| Ports | 97 |
| # rows | 27 |
| Post-synthesis cell count | 218 |
| DR vias | 1,215 |
| Detailed Place HPWL | 2500 µm |
| Cell count in the Yosys report | 218 |
| GRT overflow | 0 |
| Buf+Inv Stages, Crit Path | 5 |
| Met2 Track Usage GR | 16.0% |
| GRT Max-Usage Layer | met2 |
| Pin count of the biggest net entering global routing | 3 |
| GRT Util Overall | 10.1% |
| ANT cells | 0 |
| Yosys top cell by area | fa_1 |
| Post-synth seq share | 0% |
| Setup repair bufs after CTS | 0 |
| Required @ worst endpoint | 18.72 ns |
| Port Buffers | 97 |
| Antenna violations before repair | 0 |
| Final Core Density | 46.1% |
| Layout cell share with drive strength beyond 1 | 0% |
| Routed Antenna Nets | 0 |
| GR Util met3 | 2.87% |
| Area leader share | 36.1% |
-- tightest hold or removal path: cells and delay by family --
family | cells | cell delay [ns]
buffers and inverters | 2 | 0.90
adder cells (fa/ha/maj) | 1 | 0.12
-- per-stage QoR --
step / cells / hold slack (ns) / instance area [µm²] / worst slack (ns)
global placement: 355 / 10.40 / 2540 / 0.642
detailed placement: 355 / 10.39 / 2540 / 0.593
global route: 355 / 10.43 / 2540 / 0.168
finish: 355 / 10.39 / 2540 / 0.629
floorplan: 218 / 9.47 / 1720 / 1.75
CTS: 355 / 10.39 / 2540 / 0.589
-- cell families after synthesis --
family / share of synthesized area (%)
buffers and inverters: 40.8
adders and majority gates: 58.7
xor gates and xnor gates: 0.510
-- area by class of cell --
| type | count | area share [%] |
|---|---|---|
| multi-input cells | 63 | 40.0 |
| inverters | 123 | 18.2 |
| well taps | 72 | 3.55 |
| repair buffers | 97 | 38.2 |
-- per-layer routing --
layer | part of all wire [%] | wire length, µm
met1 | 44 | 1160
met2 | 42 | 1110
met3 | 13 | 345
met4 | 0 | 0
met5 | 0 | 0
-- power groups by stage --
| stage | registers, mW | clock network [mW] | logic, mW |
|---|---|---|---|
| after CTS | 0 | 0 | 0.0543 |
| after global routing | 0 | 0 | 0.0615 |
| final | 0 | 0 | 0.0531 |
-- placed cells by master, fill, tap and decap left out --
| cell type | Yosys | layout |
|---|---|---|
| clkdlybuf4s50_1 | 0 | 97 |
| fa_1 | 31 | 31 |
| ha_1 | 31 | 31 |
| inv_1 | 123 | 123 |
| xnor2_1 | 1 | 1 |
-- how the worst max path moves through the flow --
stage	endpoint	slack, ns	cells past startpoint
CTS	Diff[31]	0.59	37
global route	Diff[31]	0.17	37
finish	Diff[31]	0.63	37
Power and IR drop assume default switching activity.
