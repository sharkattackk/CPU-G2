### flow/design.v
`timescale 1ns / 1ns
module FullAdder(s, cOut, a, b, cIn);
    input a, b, cIn;
    output s, cOut;
    wire w1, w2, w3;
    My_XOR xor1(w1, a, b);
    My_XOR xor2(s, w1, cIn);
    My_AND and1(w2, a, b);
    My_AND and2(w3, w1, cIn);
    My_OR or1(cOut, w2, w3);
endmodule
`timescale 1ns / 1ns
module My_ADD(Sum, cOut, A, B);
    input [31:0] A, B;
    output [31:0] Sum;
    output cOut;
    RCAdder32 adderAB(Sum, cOut, A, B, 1'b0);
endmodule
`timescale 1ns / 1ns
module My_AND(p, x, y);
    input [31:0] x, y;
    output [31:0] p;
    assign p = x & y;  
endmodule
`timescale 1ns / 1ns
module My_OR(m, x, y);
    input x, y;
    output m;
    assign m = x | y;  
endmodule
`timescale 1ns / 1ns
module My_XOR(m, x, y);
    input x, y;
    output m;
    assign m = x ^ y;  
endmodule
`timescale 1ns / 1ns
module RCAdder32(Sum, cOut, A, B, cIn);
    input [31:0] A, B;
    input cIn;
    output [31:0] Sum;
    output cOut;
    wire [30:0] carry;
    FullAdder FA0(.a(A[0]), .b(B[0]), .cIn(cIn), .s(Sum[0]), .cOut(carry[0]));
    FullAdder FA1(.a(A[1]), .b(B[1]), .cIn(carry[0]), .s(Sum[1]), .cOut(carry[1]));
    FullAdder FA2(.a(A[2]), .b(B[2]), .cIn(carry[1]), .s(Sum[2]), .cOut(carry[2]));
    FullAdder FA3(.a(A[3]), .b(B[3]), .cIn(carry[2]), .s(Sum[3]), .cOut(carry[3]));
    FullAdder FA4(.a(A[4]), .b(B[4]), .cIn(carry[3]), .s(Sum[4]), .cOut(carry[4]));
    FullAdder FA5(.a(A[5]), .b(B[5]), .cIn(carry[4]), .s(Sum[5]), .cOut(carry[5]));
    FullAdder FA6(.a(A[6]), .b(B[6]), .cIn(carry[5]), .s(Sum[6]), .cOut(carry[6]));
    FullAdder FA7(.a(A[7]), .b(B[7]), .cIn(carry[6]), .s(Sum[7]), .cOut(carry[7]));
    FullAdder FA8(.a(A[8]), .b(B[8]), .cIn(carry[7]), .s(Sum[8]), .cOut(carry[8]));
    FullAdder FA9(.a(A[9]), .b(B[9]), .cIn(carry[8]), .s(Sum[9]), .cOut(carry[9]));
    FullAdder FA10(.a(A[10]), .b(B[10]), .cIn(carry[9]), .s(Sum[10]), .cOut(carry[10]));
    FullAdder FA11(.a(A[11]), .b(B[11]), .cIn(carry[10]), .s(Sum[11]), .cOut(carry[11]));
    FullAdder FA12(.a(A[12]), .b(B[12]), .cIn(carry[11]), .s(Sum[12]), .cOut(carry[12]));
    FullAdder FA13(.a(A[13]), .b(B[13]), .cIn(carry[12]), .s(Sum[13]), .cOut(carry[13]));
    FullAdder FA14(.a(A[14]), .b(B[14]), .cIn(carry[13]), .s(Sum[14]), .cOut(carry[14]));
    FullAdder FA15(.a(A[15]), .b(B[15]), .cIn(carry[14]), .s(Sum[15]), .cOut(carry[15]));
    FullAdder FA16(.a(A[16]), .b(B[16]), .cIn(carry[15]), .s(Sum[16]), .cOut(carry[16]));
    FullAdder FA17(.a(A[17]), .b(B[17]), .cIn(carry[16]), .s(Sum[17]), .cOut(carry[17]));
    FullAdder FA18(.a(A[18]), .b(B[18]), .cIn(carry[17]), .s(Sum[18]), .cOut(carry[18]));
    FullAdder FA19(.a(A[19]), .b(B[19]), .cIn(carry[18]), .s(Sum[19]), .cOut(carry[19]));
    FullAdder FA20(.a(A[20]), .b(B[20]), .cIn(carry[19]), .s(Sum[20]), .cOut(carry[20]));
    FullAdder FA21(.a(A[21]), .b(B[21]), .cIn(carry[20]), .s(Sum[21]), .cOut(carry[21]));
    FullAdder FA22(.a(A[22]), .b(B[22]), .cIn(carry[21]), .s(Sum[22]), .cOut(carry[22]));
    FullAdder FA23(.a(A[23]), .b(B[23]), .cIn(carry[22]), .s(Sum[23]), .cOut(carry[23]));
    FullAdder FA24(.a(A[24]), .b(B[24]), .cIn(carry[23]), .s(Sum[24]), .cOut(carry[24]));
    FullAdder FA25(.a(A[25]), .b(B[25]), .cIn(carry[24]), .s(Sum[25]), .cOut(carry[25]));
    FullAdder FA26(.a(A[26]), .b(B[26]), .cIn(carry[25]), .s(Sum[26]), .cOut(carry[26]));
    FullAdder FA27(.a(A[27]), .b(B[27]), .cIn(carry[26]), .s(Sum[27]), .cOut(carry[27]));
    FullAdder FA28(.a(A[28]), .b(B[28]), .cIn(carry[27]), .s(Sum[28]), .cOut(carry[28]));
    FullAdder FA29(.a(A[29]), .b(B[29]), .cIn(carry[28]), .s(Sum[29]), .cOut(carry[29]));
    FullAdder FA30(.a(A[30]), .b(B[30]), .cIn(carry[29]), .s(Sum[30]), .cOut(carry[30]));
    FullAdder FA31(.a(A[31]), .b(B[31]), .cIn(carry[30]), .s(Sum[31]), .cOut(cOut));
endmodule
### flow/run.sh
#!/bin/bash
# OpenROAD 26Q1-2900-gdf79404cd8, Yosys 0.63+post, stock flow scripts
make -C /OpenROAD-flow-scripts/flow DESIGN_CONFIG=/design/flow/config.mk WORK_HOME=/design/flow/orfs finish
### flow/constraint.sdc
current_design My_ADD

set clk_period 39.8
set clk_io_pct 0.2

create_clock -name clk0 -period $clk_period

set non_clock_inputs [all_inputs -no_clocks]
set_input_delay [expr $clk_period * $clk_io_pct] -clock clk0 $non_clock_inputs
set_output_delay [expr $clk_period * $clk_io_pct] -clock clk0 [all_outputs]
### flow/config.mk
export PLATFORM = sky130hd
export DESIGN_NAME = My_ADD
export DESIGN_NICKNAME = My_ADD
export VERILOG_FILES = /design/flow/design.v
export SDC_FILE = /design/flow/constraint.sdc
export NUM_CORES = 4
export LEC_CHECK = 1
export CORE_AREA = 10 10 83 83
export DIE_AREA = 0 0 93 93
==> Changelog: implementation <==
### Changed

- Run status: complete, no violations
- Initial antenna violation count: 0
- Library cell appearing most often on the critical path: sky130_fd_sc_hd__fa_1
- Fin. max-slew vios: 0
- Final non-filler cell total: 204
- Total number of placement rows: 26
- Headroom to the max-slew limit: 91.9%
- Internal power summed over all cells: 0.0000197 W
- HPWL after detailed placement: 3.12 mm
- Via-per-instance ratio: 3.46
- Worst Hold Launch: B[0]
- End point of the worst hold path: Sum[0]
- Synthesis Warnings: 6
- Pre-antenna DRT Iters: 2
- Min Clock Period, post-route: 29490 ps
- Power Dens Cells: 15.7 mW/mm²
- GR Util All Layers: 7.22%
- Count of antenna-violating nets left after detailed routing: 0
- Synthesized area per cell: 12.9 µm²
- Logic area: 633 µm²
- Routed vias: 705
- Summed standard-cell area reported by yosys: 892 µm²
- Switching power share of the total: 26.5%
- Ratio of final minimum period to clock period: 74.1%
- Crit path max fanout: 1
- Horizontal extent of the die: 93 µm
- Final Hold Violating Endpoints: 0
- Post-synth area hogs: sky130_fd_sc_hd__fa_1, sky130_fd_sc_hd__buf_4, sky130_fd_sc_hd__inv_1
- First-pass GRT wire length: 4.93 mm
- Net switching power: 0.00000710 W
- Unrepaired setup endpoints after global routing: false
- Fillers: 528
- Via count of the first global-routing pass: 959
- Area of the core region: 0.00514 mm²
- Post-CTS setup buffer count: 0
- Core utilization before placement: 17.4%
- P&R area growth vs syn: 91.7%
- Clock share of power: 0%
- Flops: 0
- Hold-critical path depth: 3
- Die span in y: 93 µm
- Number of standard cells after synthesis: 69
- Slowest cell delay on critical path: 470 ps
- Peak VDD IR: 0.00658 mV
- Layout cell share with drive strength beyond 1: 0%
- Relative contribution of sequential cells to total power: 0%
- Worst setup startpoint: A[0]
- Log Warnings: 32
- Maximum operating frequency: 33.9 MHz
- Lkg Pwr: 0.642 nW
- Category of the most critical setup path: primary input to output port
- Sum of negative setup slack: 0 ps
- Final routed wirelength across all metal layers: 3.18 mm
- Violation count after the first detailed-route iteration: 1
- Slowest cell on the critical path: sky130_fd_sc_hd__clkdlybuf4s50_1
- Required time at the worst-slack endpoint: 31840 ps
- Worst-margin pin slew: 121 ps
- Final setup violation count: 0
- Nature of the critical path endpoint: output port
- Pin count of the biggest net entering global routing: 2
- Remaining Overflow, GRT: 0
- Critical Path Start Type: primary input
- Area of the mapped netlist: 892 µm²
- Routed wire per std cell: 15.6 µm
- Proportion of power drawn by combinational gates: 100.0%
- Placer congestion estimate: 0.792
- IO Pins: 97
- Resized cells post-CTS: 0
- Placed Cells: 204
- Top cell area share: 69.6%
- Type of the worst min-delay path: primary input to output port
- Number of distinct library cell variants in the gate-level netlist after synthesis: 4
- Number of hold buffers added after cts: 0
- Count of port buffers added during placement: 97
- Die area: 0.00865 mm²
- Residual DRC: 0
- Max-Cap Viols: 0
- Ys cells: 69
- Count of clock buffers in the final design: 0
- FF/Latch Area: 0 µm²
- Signal arrival time at the worst endpoint: 21530 ps
- Post-synthesis sequential area ratio: 0%
- Library cell occupying the most area in the post-synthesis netlist: sky130_fd_sc_hd__fa_1
- Number of diodes added for antenna fixing: 0
[worst max-delay path by stage]
stage / slack, ps / to / depth (start not counted)
CTS: 10230 / Sum[31] / 36
global route: 9870 / Sum[31] / 36
finish: 10310 / Sum[31] / 36
[cells by family (layout without fill, tap and decap cells)]
| family | count (synthesis) | after routing | share of synthesized area, % |
|---|---|---|---|
| adders and majority gates | 32 | 32 | 71.0 |
| buffers and inverters | 37 | 102 | 29.0 |
[cell usage in the layout (no fill, tap or decap)]
cell type                         count
sky130_fd_sc_hd__clkdlybuf4s50_1     97
sky130_fd_sc_hd__inv_1                5
sky130_fd_sc_hd__fa_1                31
sky130_fd_sc_hd__ha_1                 1
[cell usage after synthesis]
cell type               instances
sky130_fd_sc_hd__buf_4         32
sky130_fd_sc_hd__fa_1          31
sky130_fd_sc_hd__ha_1           1
sky130_fd_sc_hd__inv_1          5
[stage by stage]
step	total power, W	util (%)	setup slack, ps	cell area, µm²	hold slack [ps]
5_1_grt	0.0000303	33.3	9870	1710	17010
4_1_cts	0.0000277	33.3	10230	1710	16980
2_1_floorplan	0.0000127	-	11740	892	16090
3_3_place_gp	0.0000271	33.3	10320	1710	16970
6_report	0.0000268	33.3	10310	1710	16970
3_5_place_dp	0.0000275	33.3	10260	1710	16980
[layout make-up]
cell class / count / area share [%]
multi-input combinational: 32 / 37.0
tap: 70 / 5.12
timing repair buffer: 97 / 56.8
inverter: 5 / 1.10
[layer usage]
| layer | share of wire [%] | global-route usage, % | vias up |
|---|---|---|---|
| met1 | 43 | 8.80 | 307 |
| met5 | 0 | 0 | - |
| met3 | 24 | 6.79 | 0 |
| met2 | 32 | 9.75 | 97 |
| met4 | 0 | 0 | 0 |
| li1 | - | - | 301 |
[power groups by stage]
stage / Sequential (W) / Clock (W) / Combinational [W]
after CTS: 0 / 0 / 0.0000277
after global routing: 0 / 0 / 0.0000303
final: 0 / 0 / 0.0000268
[worst max-delay path: cells and delay by family]
kind / cells / cell delay [ps]
adders and majority gates: 32 / 12550
buffers and inverters: 4 / 1030
Power and IR drop assume default switching activity.
