[design/flow/config.mk]
export PLATFORM = sky130hd
export DESIGN_NAME = divider
export DESIGN_NICKNAME = divider
export VERILOG_FILES = /design/flow/design.v
export SDC_FILE = /design/flow/constraint.sdc
export NUM_CORES = 4
export LEC_CHECK = 1
export CORE_UTILIZATION = 50
[design/flow/constraint.sdc]
current_design divider

set clk_period 506.1
set clk_io_pct 0.2

create_clock -name clk0 -period $clk_period

set non_clock_inputs [all_inputs -no_clocks]
set_input_delay [expr $clk_period * $clk_io_pct] -clock clk0 $non_clock_inputs
set_output_delay [expr $clk_period * $clk_io_pct] -clock clk0 [all_outputs]
[design/flow/design.v]
module divider (
  input wire signed [31:0] a,
  input wire signed [31:0] b,
  output wire signed [31:0] q
);
reg signed [32:0] A;
reg signed [31:0] Q;
integer i;
always @(a, b) begin
  A = 0; 
  Q = a;
  for (i = 0; i < 32; i = i + 1) begin
    A = { A[31:0], Q[31] };
    Q = Q << 1;
    A = A - b;
    if (A < 0)begin
      A = A + b;
    end else begin
      Q[0] = 1;
    end
  end
end
assign q = Q;
endmodule
[design/flow/run.sh]
#!/bin/bash
# OpenROAD 26Q1-2900-gdf79404cd8, Yosys 0.63+post, stock flow scripts
make -C /OpenROAD-flow-scripts/flow DESIGN_CONFIG=/design/flow/config.mk WORK_HOME=/design/flow/orfs finish
==> flow_summary_export.csv <==
group,metric,value,unit
floorplan,num_io_pins,96,
floorplan,dieHeight,433,microns
routing,routed_wl,315000,microns
flow_run,warnings,261,
final_layout,mi_logic_area,89300,sq um
final_layout,n_clock_buffer,0,
final_timing,rsz0062_at_grt,"no",
final_timing,worstMarginPinSlew,0.895,ns
final_timing,fmax,2.58,MHz
floorplan,fp_util,0.505,
routing,drc,0,
pwr,power_density,17900,nW/um^2
pwr,p_switching,959000,uW
setup_path,crit_fanout,65,
final_timing,hold_violations,0,
final_timing,finalClockPeriodUsage,0.767,
routing,drtPass1Iterations,6,
placed_design,portBuffers,96,
final_layout,postLayoutCellArea,97700,sq um
setup_path,critPathArrivalTime,287.10,ns
setup_path,cp_common_cell,"a21oi_1",
setup_path,end_kind,"output pin",
final_layout,drive_gt1_frac,0.0429,
global_routing,grt_max_degree,66,
synth,synth_cells,13091,
clocking,postCtsHoldBufs,0,
final_timing,setup_violations,0,
final_timing,finalMaxSlewViolations,0,
global_routing,grt_remaining_overflow,0,
synth,synth_seq_share,0,
floorplan,die_area,187000,sq um
final_layout,regArea,0,sq um
floorplan,rows,157,
synth,syn_avg_cell_area,7.09,sq um
synth,ys_cells,13091,
flow_run,max_cap_viol_count,0,
global_routing,track_usage,0.334,
pwr,ir_drop,11400,uV
final_timing,holdWs,203.81,ns
floorplan,core,184000,sq um
run_status,status,"completed",
pwr,power.leakage,0.0484,uW
synth,synth_cell_types,111,
final_layout,fillers,17368,
final_timing,min_period,388.32,ns
synth,syn_area,92800,sq um
final_timing,finalSetupTns,0,ns
global_routing,grt_pass1_wl,479000,microns
global_routing,grt_antenna_before_repair,20,
synth,yosys_warnings,1,
final_layout,area_growth,5.23,%
pwr,switching_share,0.548,
setup_path,crit_required,404.88,ns
min_path,holdCritPathClass,"in -> out",
routing,vias,91622,
setup_path,path_class,"in -> out",
final_layout,ff_count,0,
synth,synth_chip_area,92800,sq um
pwr,internal-power,791000,uW
placed_design,dpl_cell_area,97700,sq um
routing,dr.first_iter.drc_count,5734,
floorplan,die_w,433,microns
placed_design,gp_congestion,0.989,
setup_path,startpoint_type,"input pin",
clocking,cts_setup_buffers,0,
routing,routed_via_density,5.86,
global_routing,grt_pass1_vias,84323,
clocking,cts_resized,0,
routing,wl_per_cell,20.1,microns
routing,ant_nets,0,
placed_design,hpwl,249000,microns
setup_path,crit_path_top_delay_cell,"xnor2_1",
setup_path,cp_slowest_stage_delay,0.65,ns
final_timing,slew_headroom,0.397,
-- final cells by class --
class | instances | area share
antenna | 6 | 0.000154
multi-input combinational | 12101 | 0.914
tap | 2464 | 0.0316
inverter | 791 | 0.0305
timing repair buffer | 275 | 0.0234
-- cells in the mapped netlist, types with 54 or more instances --
library cell	instances	area, sq um
clkbuf_1	168	631
fa_1	62	1240
xnor2_1	1186	10400
nand4_1	54	338
inv_1	787	2950
o21a_1	141	1060
nand2b_1	209	1310
and2_1	83	519
a21o_1	884	6640
nor2_1	942	3540
o21bai_1	283	2120
nor2b_1	206	1290
nand3_1	158	791
a21oi_1	1284	6430
xor2_1	516	4520
nand2_1	1270	4770
and3_1	60	375
a21boi_0	149	1120
mux2_2	164	1850
a211oi_1	54	405
ha_1	2118	26500
o21ai_0	1385	6930
a31oi_1	115	719
nor3_1	148	741
o31ai_1	56	420
-- per-stage QoR --
stage	cells	util	power, uW	setup WS [ns]
2_1_floorplan	13091	-	1970000	138.06
3_3_place_gp	15631	0.532	1740000	121.46
3_5_place_dp	15631	0.532	1750000	120.09
4_1_cts	15631	0.532	1750000	119.01
5_1_grt	15631	0.532	1760000	97.22
6_report	15637	0.532	1750000	117.78
-- kinds of logic after synthesis --
logic type                 after synthesis  synth area share
AOI/OAI and AO/OA                     4692             0.311
and+or+nand+nor                       3306             0.161
adders and majority gates             2180             0.299
xor gates and xnor gates              1705             0.161
buffers and inverters                  990            0.0405
muxes                                  218            0.0272
-- layout by cell type (no fill, tap or decap), types with 18 or more instances in the layout --
master	instances
ha_1	2118
o21ai_0	1385
a21oi_1	1284
nand2_1	1269
xnor2_1	1175
nor2_1	939
a21o_1	884
inv_1	755
xor2_1	509
o21bai_1	283
nand2b_1	208
nor2b_1	206
buf_4	187
mux2_2	164
nand3_1	158
a21boi_0	149
nor3_1	148
o21a_1	141
a31oi_1	115
and2_1	83
clkdlybuf4s50_1	64
fa_1	62
and3_1	60
o31ai_1	56
a211oi_1	54
nand4_1	54
or2_2	41
or3_1	33
inv_2	32
o2111ai_1	30
o211ai_1	26
mux2_4	26
mux2i_1	24
a2111oi_0	23
a211o_1	22
nor4_1	21
o22ai_1	18
-- worst max-delay path: cells and delay by family --
kind	cells	cell delay, ns
AOI/OAI and AO/OA	630	117.36
xor gates and xnor gates	94	21.65
and+or+nand+nor	129	16.31
adders and majority gates	36	14.75
buffers and inverters	41	13.73
muxes	4	1.00
-- routing by layer --
| metal | track usage | part of all wire | wire (microns) | vias to the layer above |
|---|---|---|---|---|
| met5 | 0 | 0.000073 | 23 | - |
| met4 | 0.138 | 0.050 | 15800 | 4 |
| met3 | 0.0353 | 0.054 | 17100 | 537 |
| met2 | 0.545 | 0.44 | 139000 | 2069 |
| met1 | 0.448 | 0.45 | 143000 | 41613 |
| li1 | - | - | - | 47399 |
-- final timing paths --
check,endpoint,slack (ns),start,cells past startpoint
worst max-delay path,q[0],117.78,b[0],934
worst min-delay path,q[17],203.81,b[31],5
-- power groups by stage --
stage | Clock, uW | Sequential (uW) | Combinational [uW]
4_1_cts | 0 | 0 | 1750000
5_1_grt | 0 | 0 | 1760000
Power is estimated from default activity; no workload was simulated.
